==> /design/flow/design.v <==
module cometSprite(input clock, start, reset,
input [7:0] X_initial,
input [6:0] Y_initial,
input [2:0] colour_background,
output [7:0] X_pos_bkg, 
output [6:0] Y_pos_bkg,
output [2:0] colourOUT);
wire [2:0] colourRAM;
wire [2:0] outColour;
wire [9:0] cometOutputAddress;
wire [7:0] outx;
wire [6:0] outy;
assign X_pos_bkg = outx;
assign Y_pos_bkg = outy;
wire doneDrawing;
wire i,j, go, resetLoc;
wire [1:0] alu_op;
assign cometOutputAddress=5*j+i;
cometSpriteRAM c
(.address(cometOutputAddress),.clock(clock),.data(9'b0),.wren(1'b0),
.q(colourRAM));
data_path d(.clock(clock),.reset(reset),.inputY(Y_initial),.inputX(X_initial),.alu_op(alu_op[1:0]),
.X_pos_bkg(outx),.Y_pos_bkg(outy),.colourRAM(colourRAM),.i(i),.j(j),
.resetCometLoc(resetLoc),.go(go),.colourComet(outColour),.colourBackground(colour_background));
control_path c1(.clock(clock),.start(start),.reset(reset),.go(go),
.endOfScreen(resetLoc),.alu_op(alu_op[1:0]));
assign colourOUT=outColour;
endmodule
module control_path(input clock, start, reset, go, endOfScreen, 
        output reg [1:0] alu_op);
reg [4:0] current_state, next_state;
wire countDone;
wire counterDone;
localparam [4:0]  
    S_WAIT=5'd0,
    S_PLOT=5'd1,
    S_COUNTER=5'd2,
    S_ERASE=5'd3,
    S_MOVE=5'd4, 
    S_RESET_COMET_LOC=5'd5;
rate_divider r(.clock(clock),.enable(1'b1),.load(26'd12499999),
.reset(reset),.countDone(countDone));
assign counterDone=countDone; 
always @(*)begin
case(current_state)
S_WAIT: next_state=start?S_PLOT:S_WAIT;
S_PLOT: begin
    if(reset)
     next_state=S_WAIT;
    else
     next_state=go?S_COUNTER:S_PLOT;
  end
S_COUNTER: begin
  if(reset) 
   next_state=S_WAIT;
  else
   next_state=counterDone?S_ERASE:S_COUNTER;
   end
S_ERASE: begin 
   if(reset)
    next_state=S_WAIT;
   else
    next_state=go?S_MOVE:S_ERASE;
   end
S_MOVE: begin
   if(reset)
    next_state=S_WAIT;
   else
    next_state=endOfScreen?S_RESET_COMET_LOC:S_PLOT;
   end
S_RESET_COMET_LOC: begin
   if(reset)
    next_state=S_WAIT;
   else
    next_state=go?S_RESET_COMET_LOC:S_PLOT;
   end
default: next_state=S_WAIT;
endcase
end
always @(*)
begin
case(current_state)
S_PLOT: begin
alu_op=2'b01;
end
S_ERASE: begin
alu_op=2'b00;
end
S_MOVE: begin
alu_op=2'b10;
end
S_RESET_COMET_LOC: begin
alu_op=2'b11;
end
endcase
end
always @(posedge clock)begin
if(reset)
	current_state<=S_WAIT;
else 
	current_state<=next_state;
end
endmodule
module data_path(clock, reset, go, X_pos_bkg, Y_pos_bkg, inputY, inputX, colourComet, 
colourBackground, colourRAM, i, j, alu_op, resetCometLoc);
	input [2:0] colourBackground;
	input [1:0] alu_op;
	input [2:0] colourRAM;
	input clock, reset;
	input [6:0] inputY;
	input [7:0] inputX;
	output reg [7:0] X_pos_bkg;
	output reg [6:0] Y_pos_bkg;
	output reg [2:0] colourComet;
	output reg [9:0] i,j;
	output reg resetCometLoc;
	output reg go;
	reg doneDrawing;
	reg [9:0] X,Y;
	localparam [3:0] maxAddressX=3'b100, maxAddressY=3'b100;
	always @(posedge clock)
		begin
		 if(reset)begin
		  doneDrawing=0;
		  i<=9'b0;
		  j<=9'b0;
		 end
		 else begin
		  if(i==maxAddressX && j!=maxAddressY && doneDrawing==0) begin
			i<=9'b0;
			j<=j+9'b0000000001;
		  end
		  else if(j==maxAddressY && i==maxAddressX)begin
			doneDrawing<=1'b1;
		  end
		  else
			i<=i+9'b0000000001;
		 end
		end
	always @(posedge clock)
		begin
		if(reset) begin
		 go<=1'b0;
		 resetCometLoc<=1'b0;
		 X_pos_bkg<=inputX;
		 Y_pos_bkg<=inputY;
		 colourComet<=colourBackground;
		end
		case(alu_op)
		 1: begin
		 X_pos_bkg<=X+i;
		 Y_pos_bkg<=Y+j;
		 colourComet<=colourRAM;
		 go<=1'b1;
		 end
		 0: begin
		 X_pos_bkg<=X+i;
		 Y_pos_bkg<=Y+j;
		 colourComet<=colourBackground;
		 go<=1'b1;
		 end
		 2: begin
		 Y<=inputY;
		 if(X>0) 
		 X<=X-9'b000000001;
		 else if(X==0)begin
		 resetCometLoc<=1'b1;
		 end
		 end
		 3: begin
		 X<=inputX;
		 Y<=inputY;
		 go<=1'b1;
		 end
		 default: begin
		 X<=inputX;
		 Y<=inputY;
		 go<=1'b0;
		 resetCometLoc<=1'b0;
		 end
	endcase
end
endmodule
module rate_divider(clock, enable, load, reset, countDone);
input clock, enable, reset;
input [25:0] load;
reg [25:0] count;
output reg countDone;
	always @(posedge clock)begin
		if (reset)begin
			count<=load;
			countDone=1'b0;
	  end
	 else if (count==26'b0 &&enable==1'b1)begin
			count<=load;
			countDone=1'b1;
	  end
	 else if (enable==1'b1)
			count=count-1;
	 end
endmodule
==> /design/flow/run.sh <==
#!/bin/bash
# OpenROAD 26Q1-2900-gdf79404cd8, Yosys 0.63+post, stock flow scripts
make -C /OpenROAD-flow-scripts/flow DESIGN_CONFIG=/design/flow/config.mk WORK_HOME=/design/flow/orfs finish
==> /design/flow/config.mk <==
export PLATFORM = sky130hd
export DESIGN_NAME = data_path
export DESIGN_NICKNAME = data_path
export VERILOG_FILES = /design/flow/design.v
export SDC_FILE = /design/flow/constraint.sdc
export NUM_CORES = 4
export LEC_CHECK = 1
export CORE_UTILIZATION = 30
==> /design/flow/constraint.sdc <==
current_design data_path

set clk_period 2.8
set clk_io_pct 0.2

create_clock -name clk0 -period $clk_period [get_ports {clock}]

set non_clock_inputs [all_inputs -no_clocks]
set_input_delay [expr $clk_period * $clk_io_pct] -clock clk0 $non_clock_inputs
set_output_delay [expr $clk_period * $clk_io_pct] -clock clk0 [all_outputs]
==> impl_metrics.tcl <==
# implementation run metrics
set metrics [dict create \
    grt_overflow 0 \
    place_hpwl_mm 5.27 \
    std_cell_rows 36 \
    path_cells "inv_1 > ha_1 > nor3b_1 > nand2b_1 > or4_2 > and2_1" \
    fp.coreArea_um2 9860 \
    power_density_nw_per_um2 528 \
    cts_tree "yes" \
    syn_area_um2 3090 \
    cp_max_fo 10 \
    area_delta_synth_final_pct 34.5 \
    hold_violations 0 \
    start_kind "flip-flop" \
    holdBufCountCts 0 \
    netlist_instances 299 \
    wl_per_cell_um 13.8 \
    clock_path_buffers 2 \
    clk_transition_reported_paths_ns 0.07 \
    vias_per_cell 4.70 \
    power_switching_mw 0.514 \
    first_pass_iters 4 \
    outcome "finished, final reports clean" \
    cts_root_buffer "clkbuf_8" \
    post_cts_buffers 0 \
    ant_nets 0 \
    ys.warnings.count 1 \
    fin_setup_tns_ns 0 \
    min_path_type "reg2reg" \
    final_cell_area_um2 4160 \
    drv_cap 0 \
    rsz0062_at_grt "no" \
    io_buffers 64 \
    drv_slew 0 \
    power_frac_clock 0.402 \
    syn_area_per_cell_um2 10.3 \
    cts_made_buffers 9 \
    cts_resized 0 \
    route.detailed.drc 0 \
    seq_power_share 0.465 \
    die_y_um 104 \
    grt_pass1_vias 2308 \
    cpLargestDelayFamily "simple AND/OR/NAND/NOR gates" \
    clock-sinks 58 \
    area.combinational_um2 1510 \
    max-vdd-ir-drop_uv 250 \
    fp_util 0.313 \
    yosysChipArea_um2 3090 \
    critical_path_class "reg2reg" \
    gp_congestion 0.818 \
    synthFlopType "edfxtp_1" \
    warnings 27 \
    track_usage 0.139 \
    antenna_found_initial 0 \
    final_util 0.421 \
    drive_gt1_frac 0.0902 \
    synth_cell_types 48 \
    finClkSkew_ns 0.0132 \
    max_slew_margin 0.633 \
    fill_cells 923 \
    synth_seq_share 0.489 \
    seq_area_um2 1510 \
    timing.critical_path.arrival_ns 2.50 \
    cts.htree.levels 3 \
    combinationalPowerShare 0.133 \
    grt_max_degree 15 \
    ys_ff 58 \
    vias 2395 \
    chipArea_um2 10700 \
    crit_buf_inv 1 \
    p_sw_frac 0.234 \
    place_area_um2 3920 \
    die_w_um 104 \
    cpMaxStageDelayCell "or4_2" \
    worst_slew_pin_slew_ns 0.548 \
    worstSkewPairLatency_ns 0.35 \
    p_leak_nw 1.52 \
    yosys_cells 299 \
    synthArstFlopShare 0 \
    power_mw 2.19 \
    cp_data_required_time_ns 2.84 \
    initialDrtViolationCount 95 \
    period_minus_slack_ns 2.47 \
    diodes 0 \
    final-setup-viol-count 0 \
    final.period_utilization 0.881 \
    p_int_mw 1.68 \
    drt_wl_total_mm 7.04 \
    grt_pass1_wl_mm 11.4 \
    io-pin-count 65 \
    endpoint_kind "flip-flop" \
    enable_flop_cells 35 \
    fmax_mhz 405 \
    cpPeakStageDelay_ns 0.64 \
]
cell usage in the layout (no fill, tap or decap), types with 14 or more instances in the layout:
cell,n
a21oi_1,15
ha_1,18
edfxtp_1,35
dfxtp_1,23
clkdlybuf4s50_1,64
xor2_1,14
nand2_1,32
o21ai_0,23
nor2_1,31
xnor2_1,15
kinds of logic (layout without fill, tap and decap cells):
family / Yosys count / count (layout) / synth area share
AND/OR/NAND/NOR: 109 / 109 / 0.181
flip-flops: 58 / 58 / 0.489
AND-OR/OR-AND: 53 / 53 / 0.0996
XOR/XNOR: 29 / 29 / 0.0822
adder cells (fa/ha/maj): 20 / 20 / 0.0858
buffers and inverters: 19 / 97 / 0.0235
multiplexers: 11 / 11 / 0.0393
state kept, by name (all words and copies together), names as in the netlist:
signal         cells
j                 10
colourComet        3
X                 10
resetCometLoc      1
Y                  7
go                 1
doneDrawing        1
X_pos_bkg          8
i                 10
Y_pos_bkg          7
cell type report:
class / instances / share of cell area
Inverter: 12 / 0.0108
Tap cell: 133 / 0.0400
Timing Repair Buffer: 69 / 0.166
Sequential cell: 58 / 0.364
Clock buffer: 15 / 0.0554
Multi-Input combinational cell: 222 / 0.363
Clock inverter: 1 / 0.00150
worst paths after layout:
| path | slack [ns] | from | depth (start not counted) | to |
|---|---|---|---|---|
| setup / recovery | 0.33 | X[1] | 6 | X[0] |
| hold / removal | 0.48 | go | 1 | go |
| setup reg to reg | 0.33 | X[1] | 6 | X[0] |
| hold reg to reg | 0.48 | go | 1 | go |
cells in the mapped netlist, types with 2 or more instances:
library cell  instances  area, um^2
a211oi_1              3        22.5
a21o_1                2        15.0
a21oi_1              15        75.1
and2_1                2        12.5
and3_1                2        12.5
and4_1                2        17.5
clkbuf_1              5        18.8
dfxtp_1              23         460
edfxtp_1             35        1050
fa_1                  2        40.0
ha_1                 18         225
inv_1                12        45.0
mux2_2                9         101
mux2i_1               2        20.0
nand2_1              32         120
nand3_1               4        20.0
nand4_1               4        25.0
nor2_1               31         116
nor2b_1               4        25.0
nor3_1                8        40.0
nor3b_1               3        22.5
nor4_1                2        12.5
o21ai_0              23         115
o21bai_1              2        15.0
or3_1                 4        25.0
xnor2_1              15         131
xor2_1               14         123
power groups by stage:
stage	clock network, mW	registers (mW)	logic, mW
4_1_cts	0.894	1.02	0.295
5_1_grt	0.942	1.03	0.324
6_report	0.883	1.02	0.291
routing by layer:
layer / track usage / part of all wire / up-vias
met3: 0.0494 / 0.072 / 13
met4: 0.0311 / 0.023 / 0
met5: 0 / 0 / -
met1: 0.207 / 0.48 / 1098
li1: - / - / 1218
met2: 0.201 / 0.43 / 66
per-stage QoR:
| step | hold WS (ns) | worst slack, ns | instances |
|---|---|---|---|
| 2_1_floorplan | 0.408 | 0.561 | 299 |
| 3_3_place_gp | 0.487 | 0.421 | 494 |
| 3_5_place_dp | 0.474 | 0.346 | 494 |
| 4_1_cts | 0.489 | 0.324 | 510 |
| 5_1_grt | 0.504 | 0.180 | 510 |
| 6_report | 0.481 | 0.334 | 510 |
Power is estimated from default activity; no workload was simulated.
